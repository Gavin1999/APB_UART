==> ./design.v <==
`timescale 1ns/1ps
module    UART_FIFO_own(
    input clk,                  
    input rstn,                 
    input fifo_rst,             
    input rd_en,                
    input wr_en,                 
    input data_in,               
    output reg [7:0] data_out,   
    output wr_full,               
    output rd_empty,              
    output reg [4:0] fifo_cnt     
);
wire             full;
wire             empty;   
reg  [4:0]      wptr;                 
reg  [4:0]      rptr;                 
reg  [7:0]      ram[15:0];            
assign wr_full=full;
assign rd_empty=empty;
always@(posedge clk or negedge rstn) begin
    if(!rstn) begin
        data_out <= 8'd0;
        rptr   <= 5'd0;
    end
    else begin
        if(fifo_rst) begin
            rptr <= 5'd0;
        end
        else begin
            if(rd_en && !empty) begin
                data_out <= ram[rptr[3:0]];
                rptr   <= rptr + 1'b1;
            end
        end
    end
end
always@(posedge clk or negedge rstn) begin
    if(!rstn) begin
        wptr <= 5'd0;
    end
    else begin
        if(fifo_rst) begin
            wptr <= 5'd0;
        end
        else begin
            if(wr_en && !full) begin
                ram[wptr[3:0]] <= data_in;
                wptr            <= wptr + 1'b1; 
            end
        end
    end
end
always@(posedge clk or negedge rstn) begin
    if(!rstn) begin
        fifo_cnt <= 5'd0;
    end
    else begin
        fifo_cnt <= wptr - rptr;
    end
end
assign    full  = ({!wptr[4],wptr[3:0]}==rptr)? 1'b1 : 1'b0;
assign    empty = (wptr==rptr)? 1'b1:1'b0;
endmodule
module UART_RX_own (
    input           clk,                 
    input           rstn,               
    input           clk26m,              
    input           rst26m_n,            
    input           rx_in,               
    input           rx_bps_clk,          
    input           st_check,            
    input           parity,              
    input           check_en,            
    input           p_error_ack,         
    input           st_error_ack,        
    input           rx_fifo_rst,         
    input           rx_fifo_rd_en,       
    output  reg     rx_bps_en,           
    output  reg     st_error,            
    output  reg     p_error,             
    output          rx_fifo_rempty,      
    output [4:0]    rx_fifo_cnt,         
    output [7:0]    data_to_regif        
);
    reg             rx_fifo_wr_en;       
    reg    [2:0]    state;
    reg    [2:0]    nextstate;
    reg    [1:0]    wdata_state;
    reg    [4:0]    data_cnt;
    reg    [7:0]    data_rx;
    wire            rx_fifo_wfull;
    wire            neg_rx_in;           
    reg             start_right;         
    reg             rx_start;            
    reg             rx_ack;              
    reg             rx_in_delay1;
    reg             rx_in_delay2;
    reg             rx_ack_delay1;
    reg             rx_ack_delay2;
    reg             st_error_ack_delay1;
    reg             st_error_ack_delay2;
    reg             p_error_ack_delay1;
    reg             p_error_ack_delay2;
    reg             rx_start_delay1;
    reg             rx_start_delay2;
    reg             st_check_syn1;
    reg             st_check_syn2;
    reg             parity_syn1;
    reg             parity_syn2;
    reg             check_en_syn1;
    reg             check_en_syn2;
parameter           IDLE        = 3'b000;
parameter           START       = 3'b001;
parameter           RX_DATA     = 3'b010;
parameter           CHECK_DATA  = 3'b011;
parameter           STOP        = 3'b110;
parameter           SEND        = 3'b111;
UART_FIFO_own   uart_rx_fifo(
    .clk(clk),
    .rstn(rstn),
    .fifo_rst(rx_fifo_rst),
    .rd_en(rx_fifo_rd_en),
    .wr_en(rx_fifo_wr_en),
    .data_in(data_rx),
    .data_out(data_to_regif),
    .wr_full(rx_fifo_wfull),
    .rd_empty(rx_fifo_rempty),
    .fifo_cnt(rx_fifo_cnt)
);
always @(posedge clk26m or negedge rst26m_n) begin
    if(!rst26m_n)begin
        rx_ack_delay1 <= 1'b0;
        rx_ack_delay2 <= 1'b0;
    end
    else begin
        rx_ack_delay1 <= rx_ack;
        rx_ack_delay2 <= rx_ack_delay1;
    end 
end
always @(posedge clk26m or negedge rst26m_n) begin
    if(!rst26m_n)begin
        st_error_ack_delay1 <= 1'b0;
        st_error_ack_delay2 <= 1'b0;
    end
    else begin
       st_error_ack_delay1 <= st_error_ack;
       st_error_ack_delay2 <= st_error_ack_delay1; 
    end
end
always @(posedge clk26m or negedge rst26m_n) begin
    if(!rst26m_n)begin
        p_error_ack_delay1 <= 1'b0;
        p_error_ack_delay2 <= 1'b0;
    end
    else begin
        p_error_ack_delay1 <= p_error_ack;
        p_error_ack_delay2 <= p_error_ack_delay1; 
    end
end
always @(posedge clk or negedge rstn) begin
    if(!rstn)begin
        rx_start_delay1 <= 1'b0;
        rx_start_delay2 <= 1'b0;       
    end
    else begin
       rx_start_delay1 <= rx_start;
       rx_start_delay2 <= rx_start_delay1; 
    end
end
always @(posedge clk26m or negedge rst26m_n) begin
    if(!rst26m_n)begin
        st_check_syn1 <= 1'b0;
        st_check_syn2 <= 1'b0;
    end
    else begin
        st_check_syn1 <= st_check;
        st_check_syn2 <= st_check_syn1;
    end
end
always @(posedge clk26m or negedge rst26m_n) begin
    if(!rst26m_n)begin
        parity_syn1 <= 1'b0;
        parity_syn2 <= 1'b0;
    end
    else begin
        parity_syn1 <= parity;
        parity_syn2 <= parity_syn1;
    end
end
always@(posedge clk26m or negedge rst26m_n)begin
    if(!rst26m_n)begin
        check_en_syn1 <= 1'b0;
        check_en_syn2 <= 1'b0;
    end
    else begin
        check_en_syn1 <= check_en;
        check_en_syn2 <= check_en_syn1;
    end
end
always @(posedge clk26m or negedge rst26m_n) begin
    if(!rst26m_n)begin
        rx_in_delay1 <= 1'b0;
        rx_in_delay2 <= 1'b0;
    end
    else begin
        rx_in_delay1 <= rx_in;
        rx_in_delay2 <= rx_in_delay1;
    end
end
assign neg_rx_in = !rx_in_delay1 && rx_in_delay2;
always @(posedge clk26m or negedge rst26m_n) begin
    if(!rst26m_n)begin
        state <= IDLE;
    end
    else begin
        state <= nextstate;
    end
end
always @(*) begin
    case(state)
    IDLE:begin
        if(neg_rx_in)begin
            nextstate = START;
        end
        else begin
            nextstate = IDLE; 
        end 
    end
    START:begin
        if(start_right==1)begin
            nextstate = RX_DATA;
        end
        else begin
            nextstate = IDLE;
        end
    end
    RX_DATA:begin
        if(data_cnt < 4'd8)begin
            nextstate = RX_DATA;
        end
        else begin
            if(rx_bps_clk) begin 
                if(check_en_syn2) begin
                    nextstate = CHECK_DATA; 
                end
                else begin
                    nextstate = STOP;
                end
            end
            else begin
                nextstate = RX_DATA;
            end 
        end 
    end
    CHECK_DATA:begin
        if(p_error_ack_delay2)begin
            nextstate = IDLE;
        end
        else begin
            if(rx_bps_clk)begin
                    if(p_error)begin
                        nextstate = CHECK_DATA;  
                    end
                    else begin
                        if(st_check_syn2)begin
                            nextstate = STOP;
                        end
                        else begin
                            nextstate = SEND;
                        end
                end
            end
            else begin
                nextstate = CHECK_DATA;
            end
        end
    end
    STOP:begin
        if(st_error_ack_delay2)begin
            nextstate = IDLE;
        end
        else begin
            if(rx_bps_clk)begin
                if(st_error) begin
                    nextstate = STOP;
                end
                else begin
                    nextstate = SEND;
                end
            end
            else begin
                nextstate = STOP;
            end
        end    
    end
    SEND: begin
        if(rx_ack_delay2)begin
            nextstate = IDLE;
        end
        else begin
            nextstate = SEND;
        end
    end
    default:begin
        nextstate = IDLE;
    end
    endcase
end    
always @(posedge clk26m or negedge rst26m_n) begin
    if(!rst26m_n)begin
        rx_bps_en   <= 1'b0;
        st_error    <= 1'b0;
        p_error     <= 1'b0;
        data_cnt    <= 4'd0;
        data_rx     <= 8'd0;
        start_right <= 1'b0;
        rx_start    <= 1'b0;
    end
    else begin
        case(nextstate)
        IDLE:begin
            rx_bps_en   <= 1'b0;
            st_error    <= 1'b0;
            p_error     <= 1'b0;
            data_cnt    <= 4'b0;
            data_rx     <= 8'b0;
            start_right <= 1'b0;
        end
        START:begin
            rx_bps_en   <= 1'b1;
            if(rx_bps_clk)begin
                if(rx_in == 1'b0)begin
                    start_right <= 1'b1;
                end
                else begin
                    start_right <= 1'b0;
                end
            end
        end
        RX_DATA:begin
            if(rx_bps_clk)begin
                data_rx[data_cnt] <= rx_in;
                data_cnt <=data_cnt +1'b1;
            end
        end
        CHECK_DATA:begin
            if(rx_bps_clk)begin
                if(parity_syn2)begin
                    if(^data_rx ==  rx_in) begin
                        p_error     <= 1'b1;
                        rx_bps_en   <= 1'b0;
                    end
                end
                else begin
                    if (^data_rx == !rx_in) begin
                        p_error     <= 1'b1;
                        rx_bps_en   <= 1'b0;
                    end
                end
            end
        end    
        STOP:begin
            if(rx_bps_clk)begin
                if(rx_in == 1'b0) begin
                    st_error    <= 1'b1;
                    rx_bps_en   <= 1'b0;
                end
            end
        end
        SEND:begin
            rx_start <= 1'b1;
        end
        endcase
    end
end
always @(posedge clk or negedge rstn) begin
    if(!rstn)begin
        rx_ack          <= 1'b0;
        rx_fifo_wr_en   <= 1'b0;
        wdata_state     <= 2'b0;
    end
    else begin
        case(wdata_state)
        2'b00:begin
            if(!rx_fifo_wfull && rx_start_delay2)begin
                rx_ack          <= 1'b1;
                rx_fifo_wr_en   <= 1'b1;
                wdata_state     <= 2'b01;
            end
        end
        2'b01:begin
            rx_fifo_wr_en       <=1'b0;
            if(!rx_start_delay2)begin
                rx_ack          <=1'b0;
                wdata_state     <=2'b10;
            end 
        end
        2'b10:begin
            wdata_state         <=2'b00;
        end
        endcase
    end
end
endmodule
==> ./run.sh <==
#!/bin/bash
# OpenROAD 26Q1-2900-gdf79404cd8, Yosys 0.63+post, stock flow scripts
make -C /OpenROAD-flow-scripts/flow DESIGN_CONFIG=/design/flow/config.mk WORK_HOME=/design/flow/orfs finish
==> ./config.mk <==
export PLATFORM = sky130hd
export DESIGN_NAME = UART_RX_own
export DESIGN_NICKNAME = UART_RX_own
export VERILOG_FILES = /design/flow/design.v
export SDC_FILE = /design/flow/constraint.sdc
export NUM_CORES = 4
export LEC_CHECK = 1
export CORE_UTILIZATION = 30
==> ./constraint.sdc <==
current_design UART_RX_own

set clk_period 2.6
set clk_io_pct 0.2

create_clock -name clk0 -period $clk_period [get_ports {clk}]
create_clock -name clk1 -period $clk_period [get_ports {clk26m}]

set non_clock_inputs [all_inputs -no_clocks]
set_input_delay [expr $clk_period * $clk_io_pct] -clock clk0 $non_clock_inputs
set_output_delay [expr $clk_period * $clk_io_pct] -clock clk0 [all_outputs]
==> notes.org <==
#+TITLE: Physical design notes

** Run status
- Result of the run :: complete, no violations

** Critical path
- STA lists the startpoint of the worst register-to-register path as data_cnt[0]$_DFFE_PN0P_.
- In this run the number of cells on the critical path is 5.
- The cell sequence reported for the critical path is clkinv_1, ha_4, nand4_1, nor2_1, clkdlybuf4s50_1.
- STA classifies the critical path startpoint as a flip-flop.
- Worst setup path class :: flip-flop to primary output
- Per the timing report, the most critical flop-to-flop path finishes at data_rx[6]$_DFFE_PN0P_.
- Slowest cell on the critical path :: sky130_fd_sc_hd__clkdlybuf4s50_1
- Data arrival time at the worst-slack endpoint :: slightly below 2000 ps
- The timing report gives the worst reg2reg path a setup slack of ~220 ps.
- Per the post-run analysis, buffers plus inverters along the critical path come to 2.
- Highest fanout seen on the critical path :: 8
- The worst register-to-register path has a depth of 10.
- Among all stages on the critical path, the maximum delay recorded is approximately 460 ps.
- Required time of the worst setup path :: around 2100 ps
- The worst setup path is captured at a primary output.
- The timing report attributes the biggest portion of critical-path delay to buffers and inverters.

** Floorplanning
- In the floorplan report the effective utilization is 0.311.
- Core region area :: between 0.01 and 0.015 mm^2
- Floorplan die height :: 117 um
- According to the floorplan report, the total die area is ~0.014 mm^2.
- The floorplan has slightly above 40 rows.
- Width of the chip :: between 100 and 150 um
- During I/O placement, the number of pins put on the boundary was 30.

** Global route
- The first global-routing pass estimated between 10 and 15 mm of wire.
- The initial antenna violation count came to 0.
- The global routing report lists combined usage of all routing layers as 0.136.
- The via count of the first global-routing pass came to 2990.
- Summed over all layers, the global routing overflow is 0.
- Entering global routing, the biggest net connects 34 pins.

** Routing
- TritonRoute output was used to compute an average wire per cell of between 10 and 15 um.
- Antenna diodes :: 0
- For this run, the detailed router reports a per-instance via density of 4.95.
- Starting DRT DRC Count :: about 160
- After detailed routing, the total wire length is 8.45 mm.
- Once detail routing completed, the nets flagged for antenna violations numbered 0.
- Before antenna repair, the detailed router went through 4 iterations.
- For this run, design rule violations remaining after detail routing come to 0.
- Number of vias in the routed layout :: 3016

** Power
- Of the total power, the clock network draws 0.489.
- Per the OpenROAD power report, switching power amounts to ~0.0005 W.
- The script computed the net switching share of total power as 0.189.
- Maximum resistive drop on vdd :: 381 uV
- The leakage power in the latest report is 2.07 nW.
- Combinational fraction of design power :: 0.029
- Portion of total power attributed to sequential cells :: 0.482
- The completed layout was analyzed and its total power is between 0.002 and 0.003 W.
- Internal power comes to ~0.0021 W.
- Pwr dens :: 529 mW/mm^2

** Timing
- Per the final report, max-transition violations number 0.
- The final timing report lists clock skew as approximately 2.7 ps.
- The final timing report gives a worst setup slack of about 130 ps.
- Count of endpoints failing hold in the final timing report :: 0
- For this run, the final setup violation count is recorded as 0.
- Measured against its own limit, the worst slew margin works out to 0.497.
- Setup repair after global routing left no endpoint under its margin.
- On the final layout, the worst hold slack is ~300 ps.
- The transition time recorded at the tightest slew-check pin is roughly 750 ps.
- Total Neg Setup Slack :: 0 ps

** Synth
- The commonest cells after synthesis are sky130_fd_sc_hd__dfrtp_1, sky130_fd_sc_hd__nor2_1, sky130_fd_sc_hd__inv_1.
- Of the synthesized area, sequential elements account for 0.507.
- According to the Yosys statistics, the synthesized design has a chip area of slightly below 0.004 mm^2.
- The synthesis stat section lists a flop and latch total of 77.
- Per the synth stats, the flop cell with the highest instance count is sky130_fd_sc_hd__dfrtp_1.
- Synthesized instance count :: about 380
- Count of distinct cell types in the synthesized netlist :: approximately 66
- Post-synthesis cell count from yosys :: between 300 and 400
- The biggest area contributor in the post-synthesis netlist is sky130_fd_sc_hd__dfrtp_1.
- Cell area after synthesis :: slightly below 0.004 mm^2
- Post-synthesis async set-or-reset flop share :: 0.792
- Of the post-synthesis cell area, the dominant cell type holds 0.373.
- Avg Synthesized Cell Area :: between 10 and 15 um^2
- Most area-consuming cells after synthesis :: sky130_fd_sc_hd__dfrtp_1, sky130_fd_sc_hd__edfxtp_1, sky130_fd_sc_hd__ha_1, sky130_fd_sc_hd__nor2_1, sky130_fd_sc_hd__xnor2_1
- Most frequent cell after synthesis :: sky130_fd_sc_hd__dfrtp_1
- Synthesis warning total :: 4
- The synthesized design contains 16 enable-type register cells.

** Placed design
- Including well taps, the total number of placed cells is 592.
- Routability Congestion :: between 0.8 and 0.9
- Half-perimeter wire length of the detailed placement result :: 6.17 mm
- Worst-case setup slack after placement :: -69.0 ps
- Number of input and output port buffers inserted :: 21

** CTS
- The number of clock sinks came to ~77.
- Clock-pin slew was measured on the worst setup and hold paths at ~60 ps.
- In this run, post-CTS hold repair placed 0 buffers.
- TritonCTS clock tree :: done

** Flow run
- Across the run, the number of max-cap violations was 0.
- OpenROAD warnings :: 34

** Cells and area
- Cell Count, Final, Fillers Out :: between 600 and 700
- Layout overhead on the synthesized area :: 23.9%
- Share of layout cells above drive strength 1 :: 0.158

** Min path
- The path class of the tightest hold or removal check is primary input to asynchronous set/reset pin.
==> final cells by class <==
type | count | area [um^2]
clock buffer | 11 | 264
fill | 1253 | 7820
timing repair buffer | 54 | 453
inverter | 30 | 113
sequential | 77 | 2010
tap | 172 | 215
multi-input combinational | 260 | 1800
clock inverter | 5 | 51.3
==> worst max path at each step <==
stage | start | to | slack (ps)
4_1_cts | uart_rx_fifo.rptr[3]$_DFFE_PN0P_ | rx_fifo_rempty | 3
5_1_grt | uart_rx_fifo.rptr[3]$_DFFE_PN0P_ | rx_fifo_rempty | 6
6_report | uart_rx_fifo.rptr[2]$_DFFE_PN0P_ | rx_fifo_rempty | 130
==> power by group through the flow <==
stage / Clock (W) / Combinational, W / Sequential [W]
after CTS: 0.00130 / 0.0000785 / 0.00125
after global routing: 0.00135 / 0.0000867 / 0.00125
final: 0.00127 / 0.0000755 / 0.00125
==> cells in the final DEF, fill, tap and decap left out, types with 3 or more instances in the layout <==
cell type                         synthesis  final
sky130_fd_sc_hd__o2111ai_1                4      4
sky130_fd_sc_hd__dfrtp_2                  0      3
sky130_fd_sc_hd__nor3_1                  11     10
sky130_fd_sc_hd__o211ai_1                 7      7
sky130_fd_sc_hd__nand3_1                  9      9
sky130_fd_sc_hd__a22oi_1                  3      3
sky130_fd_sc_hd__nand2_1                 28     28
sky130_fd_sc_hd__nand2b_1                 7      6
sky130_fd_sc_hd__edfxtp_1                16     16
sky130_fd_sc_hd__a21oi_1                 16     16
sky130_fd_sc_hd__nor2_1                  32     32
sky130_fd_sc_hd__inv_1                   29     28
sky130_fd_sc_hd__buf_4                   10     33
sky130_fd_sc_hd__clkdlybuf4s50_1          0     20
sky130_fd_sc_hd__ha_1                    16     14
sky130_fd_sc_hd__a222oi_1                 3      3
sky130_fd_sc_hd__xor2_1                   6      5
sky130_fd_sc_hd__a221oi_1                 4      4
sky130_fd_sc_hd__o31ai_1                  4      4
sky130_fd_sc_hd__dfrtp_1                 59     56
sky130_fd_sc_hd__nand4_1                  7      7
sky130_fd_sc_hd__o32ai_1                  3      3
sky130_fd_sc_hd__clkbuf_16                0     10
sky130_fd_sc_hd__o21ai_0                 17     17
sky130_fd_sc_hd__a41oi_1                  3      3
sky130_fd_sc_hd__xnor2_1                 13     13
sky130_fd_sc_hd__and3b_1                  4      4
sky130_fd_sc_hd__or4_1                    3      3
sky130_fd_sc_hd__conb_1                   1      7
sky130_fd_sc_hd__nor2b_1                  8      8
sky130_fd_sc_hd__a31oi_1                  6      6
==> sequential cells by signal (all words and copies together), names as in the netlist, 3 cells and up <==
name and count:
uart_rx_fifo.wptr 5, state 6, data_rx 8, wdata_state 3, uart_rx_fifo.ram 16, uart_rx_fifo.fifo_cnt 5
data_cnt 5, uart_rx_fifo.rptr 5
==> per-layer routing <==
metal | vias up | global-route usage | share of wire
met2 | 71 | 0.220 | 0.47
met5 | - | 0 | 0
met4 | 0 | 0.0194 | 0.0088
met1 | 1469 | 0.201 | 0.48
li1 | 1468 | - | -
met3 | 8 | 0.0273 | 0.047
==> logic make-up (layout without fill, tap and decap cells) <==
kind of cell	count (synthesis)	count (layout)	synth area share
AND/OR/NAND/NOR	123	123	0.162
AND-OR/OR-AND	92	92	0.166
flip-flops	77	77	0.507
buffers and inverters	50	100	0.0578
XOR/XNOR	20	20	0.0477
adder cells (fa/ha/maj)	17	17	0.0556
other	1	7	0.000947
multiplexers	1	1	0.00253
==> per-stage QoR <==
stage / utilization / area (um^2)
2_1_floorplan: - / 4020
3_3_place_gp: 0.359 / 4570
3_5_place_dp: 0.359 / 4570
4_1_cts: 0.384 / 4880
5_1_grt: 0.386 / 4900
6_report: 0.386 / 4900
==> what timing repair did <==
item | 4_1_cts | 5_1_grt
setup buffers | 0 | 1
resized | 1 | 3
pin swaps | 0 | 1
setup endpoints to repair | 1 | 2
==> worst register-to-register path, cell delays in order, from the launching register on <==
cell and delay (ps):
sky130_fd_sc_hd__dfrtp_1 390, sky130_fd_sc_hd__inv_2 120, sky130_fd_sc_hd__ha_4 170, sky130_fd_sc_hd__nor3b_4 210, sky130_fd_sc_hd__xor2_2 160, sky130_fd_sc_hd__inv_1 60, sky130_fd_sc_hd__ha_1 270, sky130_fd_sc_hd__nand2b_2 240
sky130_fd_sc_hd__nor3_1 380, sky130_fd_sc_hd__a41oi_1 180, sky130_fd_sc_hd__a21oi_1 140
Power and IR drop assume default switching activity.
