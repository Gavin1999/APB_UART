File: design/flow/run.sh
#!/bin/bash
# OpenROAD 26Q1-2900-gdf79404cd8, Yosys 0.63+post, stock flow scripts
make -C /OpenROAD-flow-scripts/flow DESIGN_CONFIG=/design/flow/config.mk WORK_HOME=/design/flow/orfs finish
File: design/flow/config.mk
export PLATFORM = sky130hd
export DESIGN_NAME = UART_TX_own
export DESIGN_NICKNAME = UART_TX_own
export VERILOG_FILES = /design/flow/design.v
export SDC_FILE = /design/flow/constraint.sdc
export NUM_CORES = 4
export LEC_CHECK = 1
export CORE_UTILIZATION = 30
File: design/flow/constraint.sdc
current_design UART_TX_own

set clk_period 2.3
set clk_io_pct 0.2

create_clock -name clk0 -period $clk_period [get_ports {clk}]
create_clock -name clk1 -period $clk_period [get_ports {clk26m}]

set non_clock_inputs [all_inputs -no_clocks]
set_input_delay [expr $clk_period * $clk_io_pct] -clock clk0 $non_clock_inputs
set_output_delay [expr $clk_period * $clk_io_pct] -clock clk0 [all_outputs]
File: design/flow/design.v
`timescale 1ns/1ps
module    UART_FIFO_own(
    input clk,                  
    input rstn,                 
    input fifo_rst,             
    input rd_en,                
    input wr_en,                 
    input data_in,               
    output reg [7:0] data_out,   
    output wr_full,               
    output rd_empty,              
    output reg [4:0] fifo_cnt     
);
wire             full;
wire             empty;   
reg  [4:0]      wptr;                 
reg  [4:0]      rptr;                 
reg  [7:0]      ram[15:0];            
assign wr_full=full;
assign rd_empty=empty;
always@(posedge clk or negedge rstn) begin
    if(!rstn) begin
        data_out <= 8'd0;
        rptr   <= 5'd0;
    end
    else begin
        if(fifo_rst) begin
            rptr <= 5'd0;
        end
        else begin
            if(rd_en && !empty) begin
                data_out <= ram[rptr[3:0]];
                rptr   <= rptr + 1'b1;
            end
        end
    end
end
always@(posedge clk or negedge rstn) begin
    if(!rstn) begin
        wptr <= 5'd0;
    end
    else begin
        if(fifo_rst) begin
            wptr <= 5'd0;
        end
        else begin
            if(wr_en && !full) begin
                ram[wptr[3:0]] <= data_in;
                wptr            <= wptr + 1'b1; 
            end
        end
    end
end
always@(posedge clk or negedge rstn) begin
    if(!rstn) begin
        fifo_cnt <= 5'd0;
    end
    else begin
        fifo_cnt <= wptr - rptr;
    end
end
assign    full  = ({!wptr[4],wptr[3:0]}==rptr)? 1'b1 : 1'b0;
assign    empty = (wptr==rptr)? 1'b1:1'b0;
endmodule
 module UART_TX_own(
    input           clk,                 
    input           rstn,               
    input           clk26m,              
    input           rst26m_n,            
    input           tx_bps_clk,          
    input           check_en,            
    input           parity,              
    input           stop_bit,            
    input [7:0]     data_from_regif,     
    input [3:0]     two_tx_delay,        
    input           tx_fifo_rst,         
    input           tx_fifo_wr_en,       
    output  reg     tx_bps_en,           
    output  reg     tx_out,              
    output          tx_fifo_wfull,       
    output [4:0]    tx_fifo_cnt          
);
    reg  [2:0]      state;
    reg  [2:0]      nextstate;
    reg  [1:0]      rdata_state;
    reg  [3:0]      data_cnt;              
    reg  [3:0]      baud_cnt;              
    reg             tx_fifo_rd_en;         
    wire [7:0]      data_tx;               
    wire            tx_fifo_rempty;        
    reg             tx_ack;                
    reg             tx_start;             
    reg            tx_ack_delay1;
    reg            tx_ack_delay2;
    reg            tx_start_delay1;
    reg            tx_start_delay2;
    reg            stop_bit_syn1;
    reg            stop_bit_syn2;
    reg            check_en_syn1;
    reg            check_en_syn2;
    reg            parity_syn1;
    reg            parity_syn2;
    reg  [3:0]     two_tx_delay_syn1;
    reg  [3:0]     two_tx_delay_syn2;
    parameter     IDLE      = 3'b000;
    parameter     IRQ       = 3'b001;
    parameter     START_BIT = 3'b011;
    parameter     TX_DATA   = 3'b010;
    parameter     CHECK_BIT = 3'b110;
    parameter     STOP      = 3'b111;
    parameter     DELAY     = 3'b101;
UART_FIFO_own   uart_tx_fifo(
    .clk(clk),
    .rstn(rstn),
    .fifo_rst(tx_fifo_rst),
    .rd_en(tx_fifo_rd_en),
    .wr_en(tx_fifo_wr_en),
    .data_in(data_tx),
    .data_out(data_from_regif),
    .wr_full(tx_fifo_wfull),
    .rd_empty(tx_fifo_rempty),
    .fifo_cnt(tx_fifo_cnt)
);
always@(posedge clk26m or negedge rst26m_n) begin
    if(!rst26m_n) begin
        tx_ack_delay1 <= 1'b0;
        tx_ack_delay2 <= 1'b0;
    end
    else begin
        tx_ack_delay1 <= tx_ack;
        tx_ack_delay2 <= tx_ack_delay1;
    end
end
always@(posedge clk or negedge rstn) begin
    if(!rstn) begin
        tx_start_delay1 <= 1'b0;
        tx_start_delay2 <= 1'b0;
    end
    else begin
        tx_start_delay1 <= tx_start;
        tx_start_delay2 <= tx_start_delay1;
    end
end
always@(posedge clk26m or negedge rst26m_n) begin
    if(!rst26m_n) begin
        stop_bit_syn1 <= 1'b1;
        stop_bit_syn2 <= 1'b1;
    end
    else begin
        stop_bit_syn1 <= stop_bit;
        stop_bit_syn2 <= stop_bit_syn1;
    end
end
always@(posedge clk26m or negedge rst26m_n) begin
    if(!rst26m_n) begin
        check_en_syn1 <= 1'b0;
        check_en_syn2 <= 1'b0;
    end
    else begin
        check_en_syn1 <= check_en;
        check_en_syn2 <= check_en_syn1;
    end
end
always@(posedge clk26m or negedge rst26m_n) begin
    if(!rst26m_n) begin
        parity_syn1 <= 1'b0;
        parity_syn2 <= 1'b0;
    end
    else begin
        parity_syn1 <= parity;
        parity_syn2 <= parity_syn1;
    end
end
always@(posedge clk26m or negedge rst26m_n) begin
    if(!rst26m_n) begin
        two_tx_delay_syn1 <= 4'h2;
        two_tx_delay_syn2 <= 4'h2;
    end
    else begin
        two_tx_delay_syn1 <= two_tx_delay;
        two_tx_delay_syn2 <= two_tx_delay_syn1;
    end
end
always @(posedge clk26m or negedge rst26m_n) begin
    if(!rst26m_n)begin
        state <= IDLE;
    end
    else begin
        state <= nextstate;
    end
end
always@(*) begin
    case(state)
    IDLE: begin
        if(tx_ack_delay2) begin
            nextstate = IRQ;
        end
        else begin
            nextstate = IDLE;
        end
    end
    IRQ: begin
        if(tx_bps_clk) begin
            nextstate = START_BIT;
        end
        else begin
            nextstate = IRQ;
        end
    end
    START_BIT: begin
        if(tx_bps_clk) begin
            nextstate = TX_DATA;
        end
        else begin
            nextstate = START_BIT;
        end
    end
    TX_DATA: begin
        if(data_cnt < 4'd8) begin
            nextstate = TX_DATA;
        end
        else begin
            if(tx_bps_clk) begin
                if(check_en_syn2) begin
                    nextstate = CHECK_BIT;
                end
                else begin
                    nextstate = STOP;
                end
            end 
            else begin
                nextstate = TX_DATA;
            end
        end
    end
    CHECK_BIT: begin
        if(tx_bps_clk) begin
            if(stop_bit_syn2) begin
                nextstate = STOP;
            end
            else begin
                nextstate = DELAY;
            end
        end
        else begin
            nextstate = CHECK_BIT;
        end
    end
    STOP: begin
        if(tx_bps_clk) begin
            nextstate = DELAY;
        end
        else begin
            nextstate = STOP;
        end
    end
    DELAY: begin
        if(baud_cnt < two_tx_delay_syn2) begin
            nextstate = DELAY;
        end
        else begin
            nextstate = IDLE;
        end
    end
    default: begin
        nextstate = IDLE;
    end
    endcase
end
always@(posedge clk26m or negedge rst26m_n) begin
    if(!rst26m_n) begin
        tx_bps_en <= 1'b0;
        tx_start <= 1'b0;
        tx_out   <= 1'b1;
        data_cnt <= 4'd0;
        baud_cnt <= 4'd0;
    end
    else begin
        case(nextstate)
        IDLE: begin
            tx_start   <= 1'b1;
            baud_cnt   <= 4'd0;
            data_cnt   <= 4'd0;
        end
        IRQ: begin
            tx_bps_en   <= 1'b1;
            tx_start   <= 1'b0;
        end
        START_BIT: begin
            if(tx_bps_clk) begin
                tx_out <= 1'b0;
            end
        end
        TX_DATA: begin
            if(tx_bps_clk) begin
                tx_out   <= data_tx[data_cnt];
                data_cnt <= data_cnt + 1'b1;
            end
        end
        CHECK_BIT: begin
            if(tx_bps_clk) begin
                if(parity_syn2) begin
                    tx_out <= ^data_tx;
                end
                else begin
                    tx_out <= ^~data_tx;
                end
            end
        end
        STOP: begin
            if(tx_bps_clk) begin
                tx_out <= 1'b1;
            end
        end
        DELAY: begin
            if(tx_bps_clk) begin
                baud_cnt <= baud_cnt + 1'b1;
                tx_out   <= 1'b1;     
            end
        end
        endcase
    end
end
always @(posedge clk or negedge rstn) begin
    if(!rstn)begin
        tx_ack              <= 1'b0;
        tx_fifo_rd_en       <= 1'b0;
        rdata_state         <= 2'b0;
    end
    else begin
        case(rdata_state)
        2'b00: begin
            if(!tx_fifo_rempty && tx_start_delay2) begin
                tx_ack       <= 1'b1;
                tx_fifo_rd_en <= 1'b1;
                rdata_state  <= 2'b01;
            end
        end
        2'b01: begin
            tx_fifo_rd_en <= 1'b0;
            if(!tx_start_delay2) begin
                tx_ack      <= 1'b0;
                rdata_state <= 2'b10;
            end
        end
        2'b10: begin
            rdata_state <= 2'b0;
        end
        endcase
    end
end
endmodule
==> insert_results.sql <==
-- metrics for the results database
INSERT INTO impl_metrics (metric_group, metric, value, unit) VALUES
('power', 'seq_pwr_share', '0.488', ''),
('cells_and_area', 'area_growth_syn_to_layout', '24.3', '%'),
('power', 'comb_power_share', '0.210', ''),
('setup_path', 'critical_path_required', '1840', 'ps'),
('cells_and_area', 'layout_top_cell_excl_fill_tap', 'sky130_fd_sc_hd__dfrtp_1', ''),
('run_status', 'outcome', 'finished clean', ''),
('placement', 'placed_cell_area', '2870', 'sq um'),
('setup_path', 'timing.critical_path.from_type', 'register', ''),
('route', 'detail_route.vias_per_cell', '4.82', ''),
('synth', 'synth-edff-count', '0', ''),
('cells_and_area', 'fillCellCount', '747', ''),
('sta', 'worst_slew_pin_slew', '474', 'ps'),
('placement', 'placedCellCount', '353', ''),
('die', 'core_util_floorplan', '0.315', ''),
('route', 'drt_first_iter_violations', '94', ''),
('placement', 'place.port_buffers', '19', ''),
('synth', 'yosys-stat-area', '2470', 'sq um'),
('sta', 'timing.slew.headroom', '0.682', ''),
('setup_path', 'critical_path.max_stage_delay', '480', 'ps'),
('synth', 'synth-async-reset-ratio', '1.00', ''),
('route', 'drtAntennaViolNets', '0', ''),
('cells_and_area', 'finalNonFillerCells', '368', ''),
('placement', 'detailedPlacementHpwl', '3090', 'um'),
('synth', 'synth_seq_share', '0.550', ''),
('power', 'clock_power_share', '0.303', ''),
('route', 'final_wl', '4500', 'um'),
('die', 'chipWidth', '92.8', 'um'),
('power', 'vdd.ir_drop.worst', '0.000336', 'V'),
('route', 'route.detailed.drc', '0', ''),
('die', 'die_area', '8600', 'sq um'),
('setup_path', 'worst-setup-path-type', 'reg2out', ''),
('power', 'power.density', '796', 'nW/um^2'),
('grt', 'gr-usage-all-layers', '0.112', ''),
('route', 'vias', '1775', ''),
('cells_and_area', 'final_layout_size_suffix_gt1_frac', '0.162', ''),
('setup_path', 'critPathSlowestCell', 'sky130_fd_sc_hd__clkdlybuf4s50_1', ''),
('sta', 'slew_violations', '0', ''),
('synth', 'post_synthesis_mean_instance_area', '11.0', 'sq um'),
('cells_and_area', 'finished_layout_cell_area', '3070', 'sq um'),
('grt', 'first_pass_grt_wire_length', '7700', 'um'),
('route', 'post_dr_wirelength_cell', '12.2', 'um'),
('power', 'p_leak', '1.42', 'nW'),
('cts', 'clock_sinks', '54', ''),
('cells_and_area', 'final_util', '0.391', ''),
('setup_path', 'path_cells', 'ha_1 > nand4_1 > nor2_1 > clkdlybuf4s50_1', ''),
('sta', 'finalClockSkew', '3.01', 'ps'),
('cells_and_area', 'final_cell_mix', '44 x sky130_fd_sc_hd__dfrtp_1, 19 x sky130_fd_sc_hd__clkdlybuf4s50_1, 17 x sky130_fd_sc_hd__nor2_1, 17 x sky130_fd_sc_hd__buf_4', ''),
('placement', 'routabilityCongestion', '0.817', ''),
('die', 'core-area', '7850', 'sq um'),
('power', 'total_chip_power', '2.45', 'mW'),
('power', 'p_sw_frac', '0.274', ''),
('sta', 'timing.setup.tns', '0', 'ps'),
('synth', 'synth.ff_latch_count', '54', ''),
('synth', 'yosys-stat-cells', '225', ''),
('run', 'warnings', '35', ''),
('grt', 'grt_pass1_vias', '1661', ''),
('cts', 'tritoncts', 'done', ''),
('setup_path', 'critical_path_arrival', '1790', 'ps'),
('synth', 'synthesis.yosys.warnings', '12', ''),
('power', 'cell_internal_pwr', '1.78', 'mW'),
('synth', 'synthesis.area', '2470', 'sq um'),
('cts', 'clkTransAtPathRegs', '70', 'ps'),
('grt', 'grt.overflow.total', '0', ''),
('sta', 'final-setup-viol-count', '0', ''),
('run', 'drv.max_cap_violation_count', '0', ''),
('min_path', 'classification_of_the_worst_slack_hold_path', 'reg2reg', ''),
('die', 'placement_row_count', '32', ''),
('die', 'top_level_ports', '30', ''),
('route', 'insertedDiodeCount', '0', ''),
('synth', 'synth_cell_types', '43', ''),
('route', 'drt_pass1_iterations', '4', ''),
('setup_path', 'setup.worst_path.end_class', 'output pin', ''),
('grt', 'grt_antenna_before_repair', '0', ''),
('sta', 'hold_viol', '0', ''),
('synth', 'postSynth.topFlopCell', 'sky130_fd_sc_hd__dfrtp_1', ''),
('grt', 'grt_start_max_net_pins', '33', ''),
('synth', 'post_synth_inst_count', '225', ''),
('power', 'switching_power', '670', 'uW'),
('setup_path', 'timing.critical_path.fanout_max', '4', ''),
('die', 'die_h', '92.8', 'um');
[power by group through the flow]
stage	logic (mW)	registers, mW	clock network [mW]
4_1_cts	0.517	1.19	0.767
5_1_grt	0.582	1.22	0.803
6_report	0.513	1.19	0.741
[cell usage after synthesis (all sizes together) (3+ instances only)]
master | n | area (sq um)
a211o | 3 | 26.3
a21o | 5 | 37.5
a21oi | 7 | 35.0
a22o | 9 | 80.1
and2 | 4 | 25.0
buf | 4 | 17.5
clkbuf | 3 | 11.3
dfrtp | 47 | 1180
dfstp | 7 | 184
ha | 11 | 138
inv | 18 | 67.6
nand2 | 16 | 60.1
nand3 | 5 | 25.0
nand4 | 3 | 18.8
nor2 | 17 | 63.8
nor2b | 3 | 18.8
o2111ai | 8 | 70.1
o211ai | 4 | 30.0
o21ai | 12 | 60.1
or3 | 3 | 18.8
xnor2 | 7 | 61.3
xor2 | 6 | 52.6
[routing by layer]
layer / global-route usage / vias to the layer above / wire length (um)
met2: 0.165 / 26 / 1990
li1: - / 882 / -
met3: 0.0217 / 9 / 167
met1: 0.180 / 858 / 2290
met5: 0 / - / 0
met4: 0.0179 / 0 / 57
[critical path: cells and delay by family, from the launching register on]
family	cells	cell delay (ps)
buffers and inverters	1	480
adders and majority gates	1	320
DFF	1	430
and+or+nand+nor	2	300
[metrics by stage]
| stage | hold WS [ps] | worst slack (ps) |
|---|---|---|
| 4_1_cts | 350 | 11.2 |
| 3_5_place_dp | 335 | -30.0 |
| 6_report | 349 | 46.6 |
| 3_3_place_gp | 333 | -16.0 |
| 2_1_floorplan | 164 | 420 |
| 5_1_grt | 364 | -37.4 |
[cells by family after synthesis]
| group | share of synthesized area |
|---|---|
| AND-OR/OR-AND | 0.177 |
| AND/OR/NAND/NOR | 0.116 |
| multiplexers | 0.00810 |
| flip-flops | 0.550 |
| XOR/XNOR | 0.0461 |
| buffers and inverters | 0.0390 |
| adder cells (fa/ha/maj) | 0.0638 |
[flip-flops by register name, summed over array words and instances, names as in the netlist, 3 cells and up, named ones only]
name / count
state: 6
data_cnt: 4
rdata_state: 3
uart_tx_fifo.wptr: 5
uart_tx_fifo.rptr: 5
two_tx_delay_syn2: 4
two_tx_delay_syn1: 4
uart_tx_fifo.fifo_cnt: 5
baud_cnt: 4
[final cells by class]
class	count	area, sq um	area share
Sequential cell	54	1360	0.444
Multi-Input combinational cell	146	1040	0.338
Timing Repair Buffer	36	318	0.103
Clock buffer	12	155	0.0505
Tap cell	102	128	0.0415
Inverter	18	67.6	0.0220
[repair_timing]
action | CTS | global route
hold buffers | 0 | 0
endpoints found under the setup margin | 0 | 1
buffers inserted | 0 | 3
gates resized | 0 | 7
[worst paths after layout]
path	cells after the start	endpoint	slack, ps	from
max in group asynchronous	2	state[0]	1390	rst26m_n
max reg2reg	6	data_cnt[0]	300	two_tx_delay_syn2[1]
min	0	check_en_syn2	350	check_en_syn1
max in group clk1	5	data_cnt[0]	230	tx_bps_clk
min in group asynchronous	2	uart_tx_fifo.wptr[0]	540	rstn
max	4	tx_fifo_wfull	50	uart_tx_fifo.rptr[0]
min reg2reg	0	check_en_syn2	350	check_en_syn1
min in group clk0	0	tx_start_delay2	360	tx_start_delay1
Power is estimated from default activity; no workload was simulated.
