==> flow/design.v <==
module REG_IF_own (
    input               clk,
    input               rstn,
    input       [3:0]   paddr_i,    
    input       [31:0]  pwdata_i,   
    input               psel_i,     
    input               penable_i,
    input               pwrite_i,
    input               st_error,        
    input               p_error,         
    input               rx_fifo_rempty,  
    input       [4:0]   rx_fifo_cnt,     
    input       [7:0]   rx_data,         
    input               tx_fifo_wfull,   
    input       [4:0]   tx_fifo_cnt,     
    output  reg         uart_int_o,      
    output  reg [31:0]  prdata_o,
    output  reg         st_check,
    output  reg         p_error_ack,
    output  reg         st_error_ack,
    output  reg         rx_fifo_rst,
    output  reg         stop_bit,
    output  reg [3:0]   two_tx_delay,
    output  reg [7:0]   tx_data,
    output  reg          tx_fifo_rst,
    output reg          check,
    output reg          parity,
    output reg          rx_fifo_rd_en,
    output reg          tx_fifo_wr_en,
    output reg [9:0]    baud_div
);
reg  [31:0]     uart_tx;              
reg  [31:0]     uart_rx;              
reg  [31:0]     uart_baud;            
reg  [31:0]     uart_conf;            
reg  [31:0]     uart_rxtrig;          
reg  [31:0]     uart_txtrig;          
reg  [31:0]     uart_delay;           
reg  [31:0]     uart_status;          
reg  [31:0]     uart_rxfifo_stat;     
reg  [31:0]     uart_txfifo_stat;     
reg             rx_state;                
reg  [1:0]      tx_state;             
reg             rx_state_int;             
reg             tx_state_int;             
reg             uart_status3_delay1;
reg             uart_status3_delay2;
wire            neg_uart_status3;
reg             uart_status2_delay1;
reg             uart_status2_delay2;
wire            neg_uart_status2;
reg             st_error_syn1;
reg             st_error_syn2;
reg             st_error_syn3;
wire            st_error_syn;
reg             p_error_syn1;
reg             p_error_syn2;
reg             p_error_syn3;
wire            p_error_syn;
always@(posedge clk or negedge rstn) begin
    if(!rstn) begin
        uart_status3_delay1 <= 1'b0;
        uart_status3_delay2 <= 1'b0;
    end
    else begin
        uart_status3_delay1 <= uart_status[3];
        uart_status3_delay2 <= uart_status3_delay1;
    end
end
assign  neg_uart_status3 = (!uart_status3_delay1) && uart_status3_delay2;
always@(posedge clk or negedge rstn) begin
    if(!rstn) begin
        uart_status2_delay1 <= 1'b0;
        uart_status2_delay2 <= 1'b0;
    end
    else begin
        uart_status2_delay1 <= uart_status[2];
        uart_status2_delay2 <= uart_status2_delay1;
    end
end
assign  neg_uart_status2 = (!uart_status2_delay1) && uart_status2_delay2;
always@(posedge clk or negedge rstn) begin
    if(!rstn) begin
        p_error_syn1 <= 1'b0;
        p_error_syn2 <= 1'b0;
        p_error_syn3 <= 1'b0;
    end
    else begin
        p_error_syn1 <= p_error;
        p_error_syn2 <= p_error_syn1;
        p_error_syn3 <= p_error_syn2;
    end
end
assign  p_error_syn = p_error_syn2 && (!p_error_syn3);
always@(posedge clk or negedge rstn) begin
    if(!rstn) begin
        st_error_syn1 <= 1'b0;
        st_error_syn2 <= 1'b0;
        st_error_syn3 <= 1'b0;
    end
    else begin
        st_error_syn1 <= st_error;
        st_error_syn2 <= st_error_syn1;
        st_error_syn3 <= st_error_syn2;
    end
end
assign  st_error_syn = st_error_syn2 && (!st_error_syn3);
always@(posedge clk or negedge rstn) begin
    if(!rstn) begin
        uart_tx     <= 32'h0;
        uart_baud   <= 32'hf152;
        uart_conf   <= 32'h34;
        uart_rxtrig <= 32'h1;
        uart_txtrig <= 32'h0;
        uart_delay  <= 32'h2;
    end
    else begin
        if(psel_i && penable_i && pwrite_i) begin
            case(paddr_i)
            4'h0:
                uart_tx     <= pwdata_i;
            4'h2:
                uart_baud   <= pwdata_i;
            4'h3:
                uart_conf   <= pwdata_i;
            4'h4:
                uart_rxtrig <= pwdata_i;
            4'h5:
                uart_txtrig <= pwdata_i;
            4'h6:
                uart_delay  <= pwdata_i;
            endcase
        end
    end
end
always@(posedge clk or negedge rstn) begin
    if(!rstn) begin
        prdata_o <= 32'h0;
    end
    else begin
        if(psel_i && (!penable_i) && (!pwrite_i)) begin
            case(paddr_i)
            4'h0:
                prdata_o <= uart_tx;
            4'h1:
                prdata_o <= uart_rx;
            4'h2:
                prdata_o <= uart_baud;
            4'h3:
                prdata_o <= uart_conf;
            4'h4:
                prdata_o <= uart_rxtrig;
            4'h5:
                prdata_o <= uart_txtrig;
            4'h6:
                prdata_o <= uart_delay;
            4'h7:
                prdata_o <= uart_status;
            4'h8:
                prdata_o <= uart_rxfifo_stat;
            4'h9:
                prdata_o <= uart_txfifo_stat;
            endcase
        end
    end
end
always@(posedge clk or negedge rstn) begin
    if(!rstn) begin
        uart_rxfifo_stat <= 32'h0;
        uart_txfifo_stat <= 32'h0;
    end
    else begin
        uart_rxfifo_stat <= {27'b0,rx_fifo_cnt};
        uart_txfifo_stat <= {27'b0,tx_fifo_cnt};
    end
end
always@(posedge clk or negedge rstn) begin
    if(!rstn) begin
        rx_fifo_rd_en <= 1'b0;
        rx_state       <= 1'b0;
    end
    else begin
        case(rx_state)
        1'b0: begin
            if(psel_i && (!penable_i)&&(!pwrite_i)&&(paddr_i==4'h7)) begin
                if(uart_status[1] && !rx_fifo_rempty) begin
                    rx_fifo_rd_en <= 1'b1;
                    rx_state        <= 1'b1;
                end
            end
            if(psel_i &&(!penable_i)&&(!pwrite_i)&&(paddr_i==4'h1)) begin
                rx_fifo_rd_en <= 1'b1;
                rx_state        <= 1'b1;
            end
        end
        1'b1: begin
            rx_fifo_rd_en <= 1'b0;
            rx_state        <= 1'b0;
        end
        endcase
    end
end
always@(posedge clk or negedge rstn) begin
    if(!rstn) begin
        tx_fifo_wr_en <= 1'b0;
        tx_state     <= 2'b0;
    end
    else begin
        case(tx_state)
        2'b0: begin
            if(psel_i && penable_i && pwrite_i && (paddr_i==4'h0)) begin
                tx_state <= 2'b01;
            end
        end
        2'b01: begin
            tx_state    <= 2'b10;
            tx_fifo_wr_en <= 1'b1;
        end
        2'b10: begin
            tx_fifo_wr_en <= 1'b0;
            tx_state     <= 2'b0;
        end
        endcase
    end
end
always@(posedge clk or negedge rstn) begin
    if(!rstn) begin
        p_error_ack  <= 1'b0;
        st_error_ack <= 1'b0;
        uart_status  <= 32'h0;
        rx_state_int     <= 1'b0;
        tx_state_int     <= 1'b0;
    end
    else begin
        if(st_error_syn) begin
            uart_status[3]   <= 1'b1;
        end
        else begin
            if(neg_uart_status3) begin
                st_error_ack <= 1'b1;
            end
            else begin
                if(!st_error_syn2) begin
                    st_error_ack <= 1'b0;
                end
            end
        end
        if(p_error_syn) begin
            uart_status[2]   <= 1'b1;
        end
        else begin
            if(neg_uart_status2) begin
                p_error_ack  <= 1'b1;
            end
            else begin
                if(!p_error_syn2) begin
                    p_error_ack  <= 1'b0;
                end
            end
        end
        case(rx_state_int)
        1'b0: begin
            if(rx_fifo_cnt == (uart_rxtrig[3:0] - 1'b1)) begin
                rx_state_int      <= 1'b1;
            end
            else begin
                rx_state_int      <= 1'b0;
            end
        end
        1'b1: begin
            if(rx_fifo_cnt == uart_rxtrig[3:0]) begin
                uart_status[1] <= 1'b1;
                rx_state_int       <= 1'b0;
            end
            else begin
                rx_state_int       <= 1'b1;
            end
        end
        endcase
        case(tx_state_int)
        1'b0: begin
            if(tx_fifo_cnt == (uart_txtrig[3:0] + 1'b1)) begin
                tx_state_int       <= 1'b1;
            end
            else begin
                tx_state_int       <= 1'b0;
            end
        end
        1'b1: begin
            if(tx_fifo_cnt == uart_txtrig[3:0]) begin
                uart_status[0] <= 1'b1;
                tx_state_int       <= 1'b0;
            end
            else begin
                tx_state_int       <= 1'b1;
            end
        end
        endcase
        if(psel_i && penable_i && pwrite_i && (paddr_i==4'h7)) begin
            uart_status <= uart_status & (~pwdata_i);
        end
    end
end
always @(posedge clk or negedge rstn) begin
    if(!rstn) begin
	      uart_int_o <= 1'b0;
		end
	  else begin
	      if(|uart_status[3:0]) begin
            uart_int_o <= 1'b1;
        end
		    else begin
            uart_int_o <= 1'b0;
        end
		end
end
always@(posedge clk or negedge rstn) begin
    if(!rstn) begin
        uart_rx <= 8'h0;
    end
    else begin
        uart_rx <= {24'b0,rx_data};
    end
end
always@(posedge clk or negedge rstn) begin
    if(!rstn) begin
        tx_data         <= 8'h0;
        baud_div        <= 10'h152;
        rx_fifo_rst     <= 1'b0;
        tx_fifo_rst     <= 1'b0;
        st_check        <= 1'b0;
        stop_bit        <= 1'b0;
        parity          <= 1'b0;
        check           <= 1'b0;
        two_tx_delay    <= 4'h2;
    end
    else begin
        tx_data         <= uart_tx[7:0];
        baud_div        <= uart_baud[9:0];
        rx_fifo_rst     <= uart_conf[15];
        tx_fifo_rst     <= uart_conf[14];
        st_check        <= uart_conf[3];
        stop_bit        <= uart_conf[2];
        parity          <= uart_conf[1];
        check           <= uart_conf[0];
        two_tx_delay    <= uart_delay[3:0];
    end
end
endmodule
==> flow/run.sh <==
#!/bin/bash
# OpenROAD 26Q1-2900-gdf79404cd8, Yosys 0.63+post, stock flow scripts
make -C /OpenROAD-flow-scripts/flow DESIGN_CONFIG=/design/flow/config.mk WORK_HOME=/design/flow/orfs finish
==> flow/config.mk <==
export PLATFORM = sky130hd
export DESIGN_NAME = REG_IF_own
export DESIGN_NICKNAME = REG_IF_own
export VERILOG_FILES = /design/flow/design.v
export SDC_FILE = /design/flow/constraint.sdc
export NUM_CORES = 4
export LEC_CHECK = 1
export CORE_UTILIZATION = 50
==> flow/constraint.sdc <==
current_design REG_IF_own

set clk_period 2.2
set clk_io_pct 0.2

create_clock -name clk0 -period $clk_period [get_ports {clk}]

set non_clock_inputs [all_inputs -no_clocks]
set_input_delay [expr $clk_period * $clk_io_pct] -clock clk0 $non_clock_inputs
set_output_delay [expr $clk_period * $clk_io_pct] -clock clk0 [all_outputs]
==> run_results.csv <==
group,metric,value,unit
critical_path,cp_top_family,"flip-flops",
critical_path,worstPathMaxFanout,1,
routing,viasPerCell,5.83,
die,dieHeight,167,um
logic_synthesis,synthArstFlopShare,1.00,
pwr,powerDensity,869,mW/mm2
sta,hold_viol,0,
clock_tree,clk_latency,0.51,ns
final_layout,syn_to_final_growth,25.1,%
clock_tree,cts.clk_slew.worst_paths,0.06,ns
logic_synthesis,edf_count,0,
grt,grt_use_total,0.282,
grt,grt_overflow,0,
die,initial_core_util,0.507,
clock_tree,cts_resized,0,
critical_path,path_buffers,1,
pwr,ir_drop,0.623,mV
sta,post-route-period-util,0.868,
die,rows,60,
sta,slew_headroom,0.705,
critical_path,required,1.76,ns
clock_tree,ctsLongestPathBuffers,3,
clock_tree,tritoncts,"yes",
sta,max_freq,523,MHz
final_layout,fin_cells,1601,
routing,vias,9332,
critical_path,critPathSlowestCell,"dfstp_2",
die,die_x,167,um
worst_hold_path,hold_class,"reg2reg",
run_status,status,"completed",
critical_path,critPathMaxStageDelay,0.51,ns
pwr,p_leak,7.77,nW
place,place_congestion,0.851,
final_layout,drive_gt1_frac,0.308,
clock_tree,cts_sinks,323,
sta,clock_skew,0.00757,ns
final_layout,fill_cells,2095,
sta,final-setup-viol-count,0,
grt,grt_max_degree,64,
critical_path,path_cells,"clkdlybuf4s50_1",
place,portBuffers,126,
grt,antenna_found_initial,0,
logic_synthesis,ys_types,63,
critical_path,critical_path_class,"reg2out",
critical_path,endpoint_kind,"output port",
grt,grt_pass1_wl,56800,um
final_layout,comb_area,0.00511,mm2
routing,drc,0,
logic_synthesis,syn-cell-area,0.0136,mm2
die,io_pins,128,
routing,antenna_left,0,
sta,rsz0062_at_grt,"false",
routing,antenna_cells,0,
die,core_area,0.0269,mm2
routing,wirelength,35500,um
logic_synthesis,synth_area_per_cell,13.1,um2
critical_path,start_kind,"flop",
clock_tree,cts_root_buf,"clkbuf_16",
logic_synthesis,flop_cell,"dfrtp_1",
sta,maxSlewViolCount,0,
final_layout,layout_top_cell,"dfrtp_1",
routing,firstDrtPassIters,5,
critical_path,arrival,1.47,ns
pwr,power,14.8,mW
grt,grt_pass1_vias,9654,
logic_synthesis,synth_chip_area,0.0136,mm2
run,tool_warnings,26,
place,place_ws,-0.169,ns
sta,whs,0.352,ns
clock_tree,numCtsBuffers,35,
final_layout,regArea,0.00811,mm2
logic_synthesis,yosysWarnings,1,
run,cap_violations,0,
final_layout,layout_top_cells,"dfrtp_1, mux2_2, clkdlybuf4s50_1",
sta,worst_pin_slew,0.442,ns
logic_synthesis,ys.flops,323,
clock_tree,htree_levels,2,
place,place_inst,1536,
sta,finalWorstSetupSlack,0.290,ns
logic_synthesis,ys_cells,1041,
place,dpl.hpwl,23300,um
logic_synthesis,synth_cells,1041,
routing,detail_route.wl_per_cell,22.2,um
logic_synthesis,synth_seq_share,0.594,
sta,period_minus_slack,1.91,ns
routing,drt-initial-drc-count,606,
die,dieArea,0.0279,mm2
cells in the mapped netlist (6+ instances only):
cell type / number / area [um2]
nand2_1: 54 / 203
buf_4: 11 / 82.6
mux2_2: 187 / 2110
a22o_1: 12 / 105
a21boi_0: 28 / 210
xnor2_1: 8 / 70.1
xor2_1: 6 / 52.6
o21ai_0: 83 / 415
inv_1: 25 / 93.8
a221oi_1: 9 / 78.8
o21ai_1: 9 / 45.0
a22oi_1: 7 / 52.6
dfstp_2: 19 / 499
dfrtp_1: 304 / 7610
a32o_1: 6 / 60.1
a222oi_1: 6 / 60.1
a211oi_1: 7 / 52.6
o221a_2: 20 / 225
nand3_1: 10 / 50.1
a21oi_1: 25 / 125
nand2b_1: 7 / 43.8
nor2b_1: 9 / 56.3
o2bb2ai_1: 9 / 78.8
clkbuf_1: 17 / 63.8
nor3_1: 10 / 50.1
buf_2: 36 / 180
nor2_1: 20 / 75.1
mux2i_1: 29 / 290
what timing repair did:
action                                 CTS  global route
endpoints found under the hold margin   51             0
buffers inserted                         0             0
hold buffers                             2             0
worst paths after layout:
kind | from | end | slack (ns) | depth (start not counted)
max | baud_div[6]$_DFF_PN1_ | baud_div[6] | 0.29 | 1
min | p_error_syn1$_DFF_PN0_ | p_error_syn2$_DFF_PN0_ | 0.35 | 0
max reg2reg | uart_txtrig[0]$_DFFE_PN0P_ | tx_state_int$_DFF_PN0_ | 0.63 | 6
min reg2reg | p_error_syn1$_DFF_PN0_ | p_error_syn2$_DFF_PN0_ | 0.35 | 0
max in group asynchronous | rstn | uart_baud[14]$_DFFE_PN1P_ | 1.22 | 3
min in group asynchronous | rstn | uart_rxtrig[0]$_DFFE_PN1P_ | 0.59 | 2
flip-flops by register name, summed over array words and instances, names as in the netlist, 3 cells and up:
register          cells
baud_div             10
prdata_o             32
two_tx_delay          4
tx_data               8
tx_state              3
uart_baud            32
uart_conf            32
uart_delay           32
uart_rx               8
uart_rxfifo_stat      5
uart_rxtrig          32
uart_status          32
uart_tx              32
uart_txfifo_stat      5
uart_txtrig          32
where the power goes:
group / internal, mW / switching (mW) / total [mW]
Combinational: 1.16 / 0.806 / 1.97
Clock: 3.46 / 2.26 / 5.72
Sequential: 6.71 / 0.413 / 7.13
per-stage QoR:
| step | setup TNS (ns) | utilization | instance area (um2) |
|---|---|---|---|
| after floorplan | 0 | - | 13600 |
| after global placement | -9.91 | 0.591 | 15900 |
| after detailed placement | -12.71 | 0.591 | 15900 |
| after CTS | 0 | 0.635 | 17100 |
| after global routing | 0 | 0.635 | 17100 |
| final | 0 | 0.635 | 17100 |
per-layer routing:
layer / share of wire / vias to the layer above / global-route usage
li1: - / 4206 / -
met1: 0.45 / 4839 / 0.465
met2: 0.47 / 242 / 0.432
met3: 0.056 / 45 / 0.0453
met4: 0.016 / 0 / 0.0431
met5: 0 / - / 0
kinds of logic after synthesis:
kind of cell,Yosys count,share of synthesized area
xor gates and xnor gates,14,0.00899
DFF,323,0.594
buffers and inverters,92,0.0328
and+or+nand+nor,133,0.0473
adders and majority gates,2,0.00183
AOI/OAI and AO/OA,255,0.132
muxes,222,0.183
final cells by class:
cell class	instances	area share
flip-flops and latches	323	0.475
multi-input cells	626	0.300
repair buffers	223	0.129
clock buffers	56	0.0608
well taps	341	0.0250
inverters	25	0.00550
clock inverters	7	0.00499
Power is estimated from default activity; no workload was simulated.
